--- flow/run.sh ---
#!/bin/bash
# OpenROAD 26Q1-2900-gdf79404cd8, Yosys 0.63+post, stock flow scripts
make -C /OpenROAD-flow-scripts/flow DESIGN_CONFIG=/design/flow/config.mk WORK_HOME=/design/flow/orfs finish
--- flow/config.mk ---
export PLATFORM = sky130hd
export DESIGN_NAME = packet_sim
export DESIGN_NICKNAME = packet_sim
export VERILOG_FILES = /design/flow/design.v
export SDC_FILE = /design/flow/constraint.sdc
export NUM_CORES = 4
export LEC_CHECK = 1
export CORE_UTILIZATION = 30
--- flow/constraint.sdc ---
current_design packet_sim

set clk_period 6.0
set clk_io_pct 0.2

create_clock -name clk0 -period $clk_period [get_ports {clk}]

set non_clock_inputs [all_inputs -no_clocks]
set_input_delay [expr $clk_period * $clk_io_pct] -clock clk0 $non_clock_inputs
set_output_delay [expr $clk_period * $clk_io_pct] -clock clk0 [all_outputs]
--- flow/design.v ---
module packet_sim
#(parameter AMBER_TIME = 32'd10)
(input clk,
input ce,
input reset,
input fifo_empty,
input [63:0] data_in,
input [13:0] payload_len,
input [13:0] period, 
output reg fifo_rd=1'b0,
output reg [63:0] dout=64'b0,
output reg valid=1'b0,
output reg eof=1'b0
);
localparam STATE_IDLE = 2'd0;
localparam STATE_PACK = 2'd1;
localparam STATE_PACKDELAY = 2'd2;
reg [1:0] state = 2'b0;
reg [13:0] packer_delay = 16'b0;
reg [13:0] packer_cnt = 16'b0;
reg [13:0] temp_pl;
reg [13:0] temp_prd_minus1;
always @(posedge clk) begin
if (reset == 1'b1) begin
  state <= STATE_IDLE;
  fifo_rd <= 1'b0;
  dout <= 0;
  valid <= 1'b0;
  eof <= 1'b0;
  packer_delay <=0;
  packer_cnt <= 0;
end else begin
  fifo_rd <= 1'b0;
  dout <= 0;
  valid <= 1'b0;
  eof <= 1'b0;
  case(state)
	STATE_IDLE: begin
		fifo_rd <= 1'b0;
		dout <= 0;
		valid <= 1'b0;
		eof <= 1'b0;
		temp_pl <= payload_len ; 
		temp_prd_minus1  <= period -1;
		if (fifo_empty == 1'b1) begin
			state <= STATE_IDLE;
		end else begin
			state <= STATE_PACK;
		end
	end
	STATE_PACK: begin
		fifo_rd <= 1'b1;
		dout <= data_in;
		valid <= 1'b1;
		if( packer_cnt < temp_prd_minus1) begin            
			packer_cnt <= packer_cnt + 1;
			eof <= 1'b0;
			if (fifo_empty == 1'b1) begin
				state <= STATE_IDLE;
			end else begin
				state <= STATE_PACK;
			end
		end else begin
			packer_cnt <= 0;
			state <= STATE_PACKDELAY;
			eof <=1'b1; 	 
		end	
	end 
	STATE_PACKDELAY: begin          
		fifo_rd <= 1'b0;
		dout <= data_in;
		valid <= 1'b0;
		eof <=1'b0;
		packer_cnt <= 0;       
		if( packer_delay <= temp_pl) begin
			packer_delay <= packer_delay +1;
			state <= STATE_PACKDELAY;
		end else begin
			packer_delay <= 0;       
			state <= STATE_IDLE;  
		end	
	end 			  
	default: begin
		state <= STATE_IDLE;
	end
  endcase
end
end
endmodule
==> flow_metrics.tcl <==
# yosys + openroad results
set metrics [dict create \
    status "complete, no violations" \
    cts_buffer_depth 2 \
    cp.arrival_ns 3.47 \
    avgRoutedWirePerCell_um 12.0 \
    antenna_cells 0 \
    ys_ff 124 \
    dr.first_iter.drc_count 159 \
    power_frac_comb_pct 6.8 \
    finalWirelength_um 10300 \
    numCtsBuffers 17 \
    yosys_warnings 1 \
    drc 0 \
    synthesis.area_um2 4940 \
    htreeDepth 4 \
    path_clk_slew_ns 0.05 \
    drive_above_1_share_pct 6.68 \
    antenna_found_initial 0 \
    p_sw_mw 0.408 \
    ys_sh_mux_pct 0.228 \
    topCombFamilyByArea "simple AND/OR/NAND/NOR gates" \
    rows 46 \
    crit_path_start_kind "primary input" \
    min_from "packer_cnt[13]" \
    post_cts_buffers 0 \
    synth_top_area_share_pct 38.9 \
    grt.overflow.total 0 \
    p_per_area_nw_per_um2 279 \
    largest_area_cell "dfxtp_1" \
    path_common_cell "buf_4" \
    fp_util_pct 30.9 \
    syn2layout_area_growth_pct 49.9 \
    min_period_over_period_pct 52.0 \
    rsz0062_at_grt "no" \
    ys_top_cells_by_area "dfxtp_1, edfxtp_1, ha_1, and2_1, inv_1" \
    hold_viol 0 \
    grt_pass1_wl_um 16800 \
    ys_seq_share_pct 55.9 \
    relSlewSlack_pct 34.4 \
    gp_congestion 0.826 \
    xor_share_pct 4.78 \
    clockRootBuffer "clkbuf_16" \
    grt_pass1_vias 3556 \
    lay_top_cells "clkdlybuf4s50_1, dfxtp_1, and2_1, inv_1, ha_1" \
    ant_nets 0 \
    flop_cell "dfxtp_1" \
    layout_min_cycle_time_ns 3.12 \
    final.fill_count 1473 \
    die_h_um 130 \
    finalMaxSlewViolations 0 \
    chipArea_um2 17000 \
    first_pass_iters 4 \
    path_class "in2reg" \
    grt_max_degree 66 \
    warnings 29 \
    fin_setup_tns_ns 0 \
    finClkSkew_ns 0.00762 \
    final_common_cell "clkdlybuf4s50_1" \
    worst_pin_slew_ns 0.981 \
    via_per_inst 4.24 \
    ys_sh_adder_pct 8.60 \
    cp.required_ns 6.35 \
    power_leakage_nw 2.98 \
    coreArea_um2 16000 \
    hold_path_class "reg2reg" \
    die_w_um 130 \
    ys_sh_simple_pct 19.6 \
    endpoint_kind "register" \
    grt_use_total_pct 12.9 \
    hpwl_um 7710 \
    place_ws_ns 2.43 \
    vias 3646 \
    reg2reg_from "packer_delay[5]" \
    vdd_drop_max_v 0.000166 \
    compound_area_share_pct 6.45 \
    ys_cells 461 \
    sequentialPowerShare_pct 43.0 \
    clkPwrFrac_pct 50.2 \
    ys_area_um2 4940 \
    cts_resized 0 \
    syn_inst 461 \
    avgSynthCellArea_um2 10.7 \
    cap_violations 0 \
    crit_start "reset" \
    cts_tree "yes" \
    intPower_mw 1.66 \
    crit_chain "clkdlybuf4s50_1 > nor2b_4 > buf_4 > nand3b_1 > a211oi_2 > buf_4 > or3b_1 > nand3_1" \
    clk_latency_ns 0.41 \
    yosysUniqueCellTypes 48 \
    cp_slowest_stage_delay_ns 0.62 \
    switching_share_pct 19.7 \
    fmax_mhz 321 \
    finalWorstSetupSlack_ns 2.88 \
    ios 163 \
    cts.sinks 124 \
    cts-hold-fix-buffers 0 \
    finalSetupViolations 0 \
    crit_fanout 65 \
    slowest_stage "clkdlybuf4s50_1" \
    portBuffers 161 \
    postSynth.asyncResetShare_pct 0 \
    edf_count 28 \
]
## sequential cells by signal, summed over array words and instances, names as in the netlist
signal,count
dout,64
packer_cnt,14
state,2
packer_delay,14
temp_prd_minus1,14
valid,1
temp_pl,14
eof,1
## synthesized netlist by cell type, types with 7 or more instances
cell type / count
a21oi_1: 18
and2_1: 65
and3_1: 7
clkbuf_1: 9
dfxtp_1: 96
edfxtp_1: 28
ha_1: 34
inv_1: 42
nand2_1: 17
nand3_1: 23
nand4_1: 9
nor2_1: 25
o21ai_0: 9
xnor2_1: 13
xor2_1: 14
## worst max-delay path, delay by kind of cell
kind,cells,cell delay (ns)
AOI/OAI and AO/OA,1,0.21
buffers and inverters,3,1.29
and+or+nand+nor,4,0.76
## power groups by stage
stage | sequential (mW) | combinational, mW | clock, mW
4_1_cts | 0.889 | 0.143 | 1.07
5_1_grt | 0.892 | 0.155 | 1.10
6_report | 0.889 | 0.140 | 1.04
## stage by stage
stage / util (%) / area, um2 / hold slack [ns] / power [mW] / instances
floorplan: - / 4940 / 0.453 / 0.949 / 461
global placement: 42.5 / 6790 / 0.482 / 1.05 / 828
detailed placement: 42.5 / 6790 / 0.484 / 1.05 / 828
CTS: 46.3 / 7410 / 0.494 / 2.10 / 860
global route: 46.3 / 7410 / 0.530 / 2.15 / 860
finish: 46.3 / 7410 / 0.494 / 2.07 / 860
## routing by layer
layer  share of wire, %  GRT usage [%]  wire length [um]
met4                1.5           2.03               155
met5                  0              0                 0
met1                 43           17.3              4440
met2                 48           20.4              4910
met3                7.9           5.22               819
## cells by family (layout without fill, tap and decap cells)
group,Yosys count,after routing
simple gates,171,171
flops,124,124
buf+inv,55,238
compound gates,49,49
fa+ha+maj,34,34
xor+xnor,27,27
mux,1,1
## final timing paths
check / end / slack (ns) / cells past startpoint
setup / recovery: packer_cnt[7] / 2.88 / 8
hold / removal: packer_cnt[13] / 0.49 / 2
setup reg to reg: packer_delay[7] / 3.51 / 7
hold reg to reg: packer_cnt[13] / 0.49 / 2
## final cells by class
class	instances	area, um2	share of cell area [%]
Clock buffer	23	512	6.91
Sequential cell	124	2760	37.3
Timing Repair Buffer	164	1630	22.0
Tap cell	216	270	3.65
Inverter	42	158	2.13
Multi-Input combinational cell	282	1970	26.6
Clock inverter	9	105	1.42
Power and IR drop assume default switching activity.
