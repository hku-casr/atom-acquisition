==> flow/design.v <==
module pre_filter1
(input clk,
input ce,  
input reset,
input [12:0] packer_len,
input enable,
output reg fifo_wr1 ,
output reg fifo_wr2 ,
output reg fifo_wr3 ,
output reg fifo_wr4 
);
localparam STATE_IDLE = 3'd0;
localparam STATE_WR1 = 3'd1;
localparam STATE_WR2 = 3'd2;
localparam STATE_WR3 = 3'd3;
localparam STATE_WR4 = 3'd4;
reg [2:0] state = 3'd0;
reg[12:0] cnt= 13'd0;
reg [12:0] temp_len =13'b0;
initial begin
fifo_wr1<= 1'b0;
fifo_wr2<= 1'b0;
fifo_wr3<= 1'b0;
fifo_wr4<= 1'b0;
end
always @(posedge clk) begin
if (reset == 1'b1) begin
	fifo_wr1<= 1'b0;
	fifo_wr2<= 1'b0;
	fifo_wr3<= 1'b0;
	fifo_wr4<= 1'b0;
	cnt <= 0;
	state <= STATE_IDLE;
end else begin
   fifo_wr1<= 1'b0;
	fifo_wr2<= 1'b0;
	fifo_wr3<= 1'b0;
	fifo_wr4<= 1'b0;
	case(state)
	STATE_IDLE: begin
		cnt <= 0;
		if (enable == 1'b1) begin  
			temp_len <= packer_len - 1;    
			state <= STATE_WR1;
		end else begin
			state <= STATE_IDLE;
		end
	end
	STATE_WR1: begin
		fifo_wr1<= 1'b1;
		fifo_wr2<= 1'b1;
		fifo_wr3<= 1'b0;
		fifo_wr4<= 1'b0;
		if (enable == 1'b0) begin
			state <= STATE_IDLE;
		end else if( cnt < temp_len) begin           
			state <= STATE_WR1; 			
			cnt <= cnt + 1;
		end else begin
			state <= STATE_WR2;
			cnt<= 0;
		end	
	end 
	STATE_WR2: begin
		fifo_wr1<= 1'b0;
		fifo_wr2<= 1'b0;
		fifo_wr3<= 1'b1;
		fifo_wr4<= 1'b1;
		if (enable == 1'b0) begin
			state <= STATE_IDLE;
		end else if( cnt < temp_len) begin           
			state <= STATE_WR2; 			
			cnt <= cnt + 1;
		end else begin
			state <= STATE_WR1;
			cnt<= 0;
		end	
	end 
	default: begin
	   fifo_wr1<= 1'b0;
		fifo_wr2<= 1'b0;
		fifo_wr3<= 1'b0;
		fifo_wr4<= 1'b0;
		state <= STATE_IDLE;
		cnt<= 0;
	end
  endcase
end
end
endmodule
==> flow/run.sh <==
#!/bin/bash
# OpenROAD 26Q1-2900-gdf79404cd8, Yosys 0.63+post, stock flow scripts
make -C /OpenROAD-flow-scripts/flow DESIGN_CONFIG=/design/flow/config.mk WORK_HOME=/design/flow/orfs finish
==> flow/config.mk <==
export PLATFORM = sky130hd
export DESIGN_NAME = pre_filter1
export DESIGN_NICKNAME = pre_filter1
export VERILOG_FILES = /design/flow/design.v
export SDC_FILE = /design/flow/constraint.sdc
export NUM_CORES = 4
export LEC_CHECK = 1
export CORE_AREA = 10 10 102 102
export DIE_AREA = 0 0 112 112
==> flow/constraint.sdc <==
current_design pre_filter1

set clk_period 3.6
set clk_io_pct 0.2

create_clock -name clk0 -period $clk_period [get_ports {clk}]

set non_clock_inputs [all_inputs -no_clocks]
set_input_delay [expr $clk_period * $clk_io_pct] -clock clk0 $non_clock_inputs
set_output_delay [expr $clk_period * $clk_io_pct] -clock clk0 [all_outputs]
==> run notes <==
Implementation results

The setup TNS is 0 ns. For this run, the number of Yosys warnings is 1. The fraction of layout instances using a drive strength above 1 is 0.0825. The area figure in the yosys stat output is ~1800 µm². The post-synth tally of flip-flops with integrated enable is 13. From the final report, the count of setup violators was given as 0. The starting density of the core is 0.215.

The number of standard cells after synthesis is 182. STA classifies the critical path endpoint as a register. The tree is rooted in a sky130_fd_sc_hd__clkbuf_8.

The slack of the worst reg-to-reg path is 1.79 ns. The clock period could shrink to 2.15 ns. Of the post-synthesis cell area, the dominant cell type holds 0.221. The gate-level netlist out of Yosys references 38 unique cell types. Pin placement for this block handled 21 I/O pins. The detailed placer's ending HPWL is 2.28 mm. By area the synthesized netlist is led by sky130_fd_sc_hd__edfxtp_1 (22%), sky130_fd_sc_hd__dfxtp_1 (19%), sky130_fd_sc_hd__ha_1 (13%).

The count of antenna-violating nets left after detailed routing is 0. Setup repair after global routing left no endpoint under its margin. The CTS tree is done.

Summing all placed instances gives a cell area of ~2100 µm². The layout overhead on the synthesized area is 22.0%. The OpenROAD report gives the critical path a data arrival time of approximately 2.3 ns. For this design, the sink count on the clock tree is 30. The maximum clock skew at final layout is roughly 0.0056 ns. The final total power is roughly 680 µW. The post-synthesis cell count from yosys is approximately 180. The clock-pin slew reported for the worst setup and hold paths after clock tree synthesis is roughly 0.06 ns. The peak supply drop is 122 µV. Counting the fill cells in the layout gives between 800 and 900. The congestion estimate from routability-driven global placement came to between 0.7 and 0.8. The number of resized instances in the post-cts repair step is 0. The die span in y is 112 µm. The via count of the first global-routing pass is between 1000 and 1500. Per the synth stats, the proportion of register bits with asynchronous set or reset is 0. The global routing usage summed across all routing layers is 0.0462. The synthesized cell area is 1760 µm². The final hold violation count recorded for this run is 0.

After synthesis the netlist holds a flip-flop and latch count of 30. The end of the worst hold path is cnt[12]. The total leakage power is between 0.0008 and 0.0009 µW. In this run the maximum-capacitance check reported violations numbering 0. For this design, the CTS-stage hold fixing added 0 buffers. Dividing the synthesized area by the synthesized cell count gives slightly below 10 µm². The number of antenna diodes is 0. The worst-case max-slew headroom was logged as 0.626. The horizontal die dimension is between 100 and 150 µm. The clock passes through at most 2 buffers.

The power density over cell area is 316 nW/µm². The logs give a warning total of 29. The detailed router placed 1213 vias in this run. After layout, the worst setup slack is between 1 and 1.5 ns. The global routing report lists met1 layer usage as 0.0594. The initial antenna violation count is 0.

The final instance area is approximately 2200 µm². The most critical setup path has its startpoint at enable. At the placement stage, the worst setup path has a slack of 1.17 ns. The tightest min-delay check is of the reg2reg type.

The cell taking the most area after synthesis is sky130_fd_sc_hd__edfxtp_1. For this run, the register share of the synthesized area comes to 0.414. The number of cells on the worst reg-to-reg path is 6. The script logs the ratio of routed vias to standard cells as ~4. The launch point of the worst min-delay path is recorded as cnt[12].

The flow ran to the end, and the final reports show no timing, DRC or antenna violations. The initialized floorplan defines 33 standard-cell rows. The most frequently used cell type in the post-synthesis netlist is sky130_fd_sc_hd__nor2_1. The leftover overflow at the end of global routing is 0. The path type of the worst setup path is in2reg. The worst hold path passes through 2 cells. The met3 routing resource usage after global routing is 0.0141. The total number of H-tree levels is 2. The wire length of the first global-routing pass is around 5.1 mm. The overall die size recorded for this design is between 10000 and 15000 µm².

For met2 alone, demand over resource in global routing was 0.0750. The highest clock rate this design can be run at is roughly 470 MHz. Max-slew check failures listed in the final report amount to 0. The average wire per cell in the routed design is approximately 9 µm.

The top flip-flop cell by instance count after synthesis is sky130_fd_sc_hd__dfxtp_1. The pin slew with the least headroom to its limit is roughly 0.56 ns. Of the available clock period, the critical path in the final layout requires 0.596. Wires add up to about 2.8 mm.

The worst setup path is launched from an input pin. For the worst-skew pair, the clock arrives at the later sink with an insertion delay of about 0.28 ns. The OpenROAD report gives the critical path a required time of 3.76 ns. The core region is ~8200 µm².

The maximum number of pins on one net before global-route repair is 14. In this run the critical register-to-register path is launched from cnt[8]. The number of buffer cells added on primary ports is 19. CTS added clock buffers totalling 5. Max fanout on the critical path was recorded as 12. For reference, the top cells by count after synthesis are sky130_fd_sc_hd__nor2_1 (22), sky130_fd_sc_hd__ha_1 (18), sky130_fd_sc_hd__inv_1 (18). The number of setup buffers added after CTS is 0. The remaining routing DRC violations is 0.

The number of DRC markers after the initial detailed-route iteration is 30. At the end of the flow the core is filled with cells to 0.262. Per the GRT log, the top usage layer is met2. The number of search-and-repair iterations in the first detailed-routing pass is 3. The capturing point of the worst reg2reg path is cnt[10].
cell usage in the layout (no fill, tap or decap), drive strengths merged, types with 3 or more instances in the layout:
| master | instances |
|---|---|
| inv | 18 |
| nor3 | 8 |
| a21oi | 6 |
| clkbuf | 5 |
| nor4 | 3 |
| clkdlybuf4s50 | 19 |
| nand2 | 15 |
| nand3 | 5 |
| nor2 | 23 |
| ha | 18 |
| nand4 | 5 |
| edfxtp | 13 |
| xor2 | 13 |
| o21ai | 3 |
| dfxtp | 17 |
| nor2b | 4 |
| xnor2 | 8 |
metrics by stage:
stage | cells | hold slack [ns]
final | 311 | 0.531
after floorplan | 182 | 0.485
after detailed placement | 303 | 0.513
after global routing | 311 | 0.584
after global placement | 303 | 0.516
after CTS | 311 | 0.539
flip-flops by register name, indices dropped and copies added, names as in the netlist:
| register | count |
|---|---|
| state | 2 |
| temp_len | 13 |
| fifo_wr3 | 1 |
| cnt | 13 |
| fifo_wr2 | 1 |
worst max-delay path, cell delays in order:
cell and delay [ns]:
sky130_fd_sc_hd__clkdlybuf4s50_1 0.70, sky130_fd_sc_hd__nand4_2 0.18, sky130_fd_sc_hd__nor3_1 0.35, sky130_fd_sc_hd__nand4_1 0.16
sky130_fd_sc_hd__xor2_1 0.15, sky130_fd_sc_hd__nor2_1 0.05
power by group:
part           internal, µW  leakage, µW  switching (µW)  total (µW)
combinational          30.8     0.000525            28.8        59.6
clock                   132    0.0000416             122         253
sequential              365     0.000258            2.67         368
total                   528     0.000825             153         681
worst max-delay path by stage:
stage	end	slack [ns]	cells after the start
6_report	cnt[9]	1.45	6
5_1_grt	cnt[9]	1.27	6
4_1_cts	cnt[9]	1.44	6
layer usage:
metal | vias to the layer above | wire (µm)
li1 | 666 | -
met1 | 523 | 1370
met2 | 18 | 1270
met3 | 6 | 104
met4 | 0 | 75
met5 | - | 0
layout make-up:
class	instances	area [µm²]	area share
multi-input combinational	131	947	0.440
timing repair buffer	19	190	0.0884
clock inverter	3	16.3	0.00756
sequential	30	731	0.340
tap	105	131	0.0610
inverter	18	67.6	0.0314
clock buffer	5	68.8	0.0320
logic make-up after synthesis:
group           Yosys count  synth area share
xor+xnor                 21             0.104
compound gates           16            0.0660
mux                       1           0.00567
flops                    30             0.414
buf+inv                  21            0.0489
simple gates             75             0.233
fa+ha+maj                18             0.128
Power is estimated from default activity; no workload was simulated.
